`flow/run.sh`:
```
#!/bin/bash
# OpenROAD 26Q1-2900-gdf79404cd8, Yosys 0.63+post, stock flow scripts
make -C /OpenROAD-flow-scripts/flow DESIGN_CONFIG=/design/flow/config.mk WORK_HOME=/design/flow/orfs finish
```
`flow/config.mk`:
```
export PLATFORM = sky130hd
export DESIGN_NAME = clk_divider
export DESIGN_NICKNAME = clk_divider
export VERILOG_FILES = /design/flow/design.v
export SDC_FILE = /design/flow/constraint.sdc
export NUM_CORES = 4
export LEC_CHECK = 1
export CORE_AREA = 10 10 96 96
export DIE_AREA = 0 0 106 106
```
`flow/design.v`:
```
module clk_divider(
input clk,
output reg led);
reg [25:0] counter;
initial counter <= 26'd0;
initial led <= 1'b0;
always @ (posedge clk) begin
	if(counter == 26'd3024000) begin
	counter <= 26'd0;
	led <= ~led;
	end else 
	counter <= counter + 1'b1;
	end
endmodule
```
`flow/constraint.sdc`:
```
current_design clk_divider

set clk_period 5.1
set clk_io_pct 0.2

create_clock -name clk0 -period $clk_period [get_ports {clk}]

set non_clock_inputs [all_inputs -no_clocks]
set_input_delay [expr $clk_period * $clk_io_pct] -clock clk0 $non_clock_inputs
set_output_delay [expr $clk_period * $clk_io_pct] -clock clk0 [all_outputs]
```
==> flow_summary.json <==
{
  "cts.sinks": 27,
  "drc": 0,
  "reg2reg_from": "counter[2]$_SDFF_PN0_",
  "io_pins": 2,
  "status": "finished, final reports clean",
  "maxCapViolCount": 0,
  "grt_busiest_layer": "met2",
  "simple_gate_area_share_pct": 28.65,
  "worstPathArrival_ps": 1070,
  "timing.final.crit_period_ps": 2091,
  "cts_tree": "done",
  "post-place-cells": 216,
  "use_met2_pct": 5.433,
  "path_delay_family": "buffers and inverters",
  "common_cells": "dfxtp_1, xnor2_1, nand3_1",
  "powerDensity_nw_per_um2": 247.3,
  "cts_made_buffers": 3,
  "dp.final_hpwl_mm": 1.339,
  "post_cts_buffers": 0,
  "muxShareOfSynthArea_pct": 2.595,
  "crit_chain": "clkdlybuf4s50_1",
  "tns_ps": 0,
  "synthToLayoutAreaGrowth_pct": 15.14,
  "p_leak_uw": 0.0004021,
  "yosys_warnings": 1,
  "vias_per_cell": 3.650,
  "ys_cells": 117,
  "port_buffers": 1,
  "n_antenna_cell": 0,
  "drtIter0Drc": 68,
  "overflow": 0,
  "hold_path.class": "register to register",
  "finalPower_uw": 329.6,
  "dieArea_um2": 11240,
  "synthTopCellsByArea": "dfxtp_1, xnor2_1, nand3_1",
  "cp_slowest_cell": "clkdlybuf4s50_1",
  "synth_top_cell_by_count": "dfxtp_1",
  "critPathBufInv": 1,
  "layout-drive-gt1-share_pct": 4.959,
  "yosys_most_used_dff": "dfxtp_1",
  "min_from": "counter[21]$_SDFF_PN0_",
  "netlist_area_um2": 1157,
  "rows": 31,
  "hold_viol": 0,
  "grt_use_met3_pct": 0.6116,
  "clk_pin_slew_ps": 90,
  "dieHeight_um": 106,
  "max_freq_ghz": 0.4782,
  "top_area_cell": "dfxtp_1",
  "yosysUniqueCellTypes": 27,
  "logic_family": "simple AND/OR/NAND/NOR gates",
  "worst_pin_slew_ps": 740.0,
  "fa_ha_area_share_pct": 2.162,
  "cts_hold_buf": 0,
  "top_cell_area_share_pct": 44.97,
  "grt_util_all_layers_pct": 3.533,
  "yosys_area_um2": 1157,
  "dr_total_vias": 803,
  "cp_slowest_stage_delay_ps": 460,
  "core-area_um2": 7214,
  "rsz0062_at_grt": "no",
  "htreeDepth": 1,
  "ir_worst_vdd_v": 0.00008557,
  "cp_max_fo": 2,
  "edf_count": 1,
  "required_ps": 4080,
  "grt_first_pass_wirelength_mm": 3.477,
  "drtPass1Iterations": 4,
  "fillerInstances": 832,
  "use_met1_pct": 5.047,
  "fp_util_pct": 16.04,
  "root_buffer": "clkbuf_8",
  "crit_start": "led$_DFFE_PN_",
  "worstSetupPathType": "register to output pin",
  "synthAoiAreaFrac_pct": 2.595,
  "post-route-period-util_pct": 41.00,
  "synth_seq_share_pct": 47.57,
  "ys_sh_xor_pct": 15.14,
  "whs_ps": 457.7,
  "finalClockSkew_ps": 1.250,
  "openroad.warnings": 26,
  "drt_wl_total_mm": 1.940,
  "clk_path_buf_depth": 2,
  "setup_viol": 0,
  "synth_cells": 117,
  "grt_max_degree": 15,
  "synthArstFlopShare_pct": 0,
  "synth_area_per_cell_um2": 9.892,
  "die_w_um": 106,
  "clk_latency_ps": 260,
  "cts-resized-gates": 0,
  "wl_per_cell_um": 8.818,
  "setup.worst_path.start_class": "register",
  "place.gp.congestion": 0.7813,
  "finalNonFillerCells": 220,
  "antenna_found_initial": 0,
  "slew_violations": 0,
  "ant_nets": 0,
  "relSlewSlack_pct": 50.28,
  "worstSetupEndpointType": "output pin",
  "numSynthFlops": 27,
  "grt_pass1_vias": 744
}
[cell type report]
class | count | area (um^2) | area share, %
Timing Repair Buffer | 1 | 10.01 | 0.7512
Sequential cell | 27 | 550.5 | 41.31
Multi-Input combinational cell | 86 | 591.8 | 44.41
Inverter | 3 | 11.26 | 0.8451
Tap cell | 99 | 123.9 | 9.296
Clock buffer | 4 | 45.04 | 3.380
[layout by cell type, fill, tap and decap left out, drive strengths merged, types with 3 or more instances in the layout]
cell type / Yosys / final
and3: 4 / 4
and4: 4 / 4
clkbuf: 1 / 4
dfxtp: 26 / 26
inv: 3 / 3
mux2i: 3 / 3
nand2: 7 / 7
nand3: 11 / 11
nand4: 7 / 7
nor2: 10 / 10
nor3: 3 / 3
nor4: 4 / 4
o21ai: 3 / 3
xnor2: 17 / 17
xor2: 3 / 3
[power breakdown]
group          internal (uW)  switching (uW)
registers                212               0
clock network           55.8            62.1
logic                      0               0
total                    267            62.1
[metrics by stage]
step           setup WS (ps)  util [%]  area (um^2)
2_1_floorplan           3578         -         1157
3_3_place_gp            3289     17.85         1287
3_5_place_dp            3292     17.85         1287
4_1_cts                 2991     18.47         1333
5_1_grt                 2946     18.47         1333
6_report                3009     18.47         1333
[final timing paths]
check | endpoint | slack, ps | cells after the start
min | counter[21]$_SDFF_PN0_ | 460 | 1
max | led | 3010 | 1
min reg2reg | counter[21]$_SDFF_PN0_ | 460 | 1
max reg2reg | counter[25]$_SDFF_PN0_ | 3250 | 4
[registers in the layout, indices dropped and copies added (netlist names)]
signal / flops
led: 1
counter: 26
[cell families after synthesis]
kind of cell / count (synthesis)
xor gates and xnor gates: 20
muxes: 3
buffers and inverters: 4
adders and majority gates: 2
and+or+nand+nor: 56
AOI/OAI and AO/OA: 5
DFF: 27
[worst reg2reg max path, stage by stage (launching register included)]
cell     delay (ps)
dfxtp_1         410
nand3_1         270
nor3_1          700
nand4_1         200
xnor2_1         170
[layer usage]
metal	share of wire (%)	vias to the layer above	wire, um
met4	1.6	0	32
met1	53	368	1022
met5	0	-	0
met2	43	7	832
met3	2.7	2	52
li1	-	426	-
